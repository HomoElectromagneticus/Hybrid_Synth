**/design/flow/config.mk**
```make
export PLATFORM = sky130hd
export DESIGN_NAME = sixteen_bit_16x1_mux
export DESIGN_NICKNAME = sixteen_bit_16x1_mux
export VERILOG_FILES = /design/flow/design.v
export SDC_FILE = /design/flow/constraint.sdc
export NUM_CORES = 4
export LEC_CHECK = 1
export CORE_AREA = 10 10 127 127
export DIE_AREA = 0 0 137 137
```
**/design/flow/constraint.sdc**
```tcl
current_design sixteen_bit_16x1_mux

set clk_period 6.5
set clk_io_pct 0.2

create_clock -name clk0 -period $clk_period

set non_clock_inputs [all_inputs -no_clocks]
set_input_delay [expr $clk_period * $clk_io_pct] -clock clk0 $non_clock_inputs
set_output_delay [expr $clk_period * $clk_io_pct] -clock clk0 [all_outputs]
```
**/design/flow/design.v**
```verilog
module sixteen_bit_16x1_mux(
    i_select,
    i_0,
    i_1,
    i_2,
    i_3,
    i_4,
    i_5,
    i_6,
    i_7,
    i_8,
    i_9,
    i_A,
    i_B,
    i_C,
    i_D,
    i_E,
    i_F,
    o_output
);
    input [3:0]		i_select;
    input [15:0]	i_0;
    input [15:0]	i_1;
    input [15:0]	i_2;
    input [15:0]	i_3;
    input [15:0]	i_4;
    input [15:0]	i_5;
    input [15:0]	i_6;
    input [15:0]	i_7;
    input [15:0]	i_8;
    input [15:0]	i_9;
    input [15:0]	i_A;
    input [15:0]	i_B;
    input [15:0]	i_C;
    input [15:0]	i_D;
    input [15:0]	i_E;
    input [15:0]	i_F;
    output [15:0]	o_output;
    reg [15:0]	o_output;
    always @(i_select) begin
        case(i_select)
            4'h0: o_output <= i_0;
            4'h1: o_output <= i_1;
            4'h2: o_output <= i_2;
            4'h3: o_output <= i_3;
            4'h4: o_output <= i_4;
            4'h5: o_output <= i_5;
            4'h6: o_output <= i_6;
            4'h7: o_output <= i_7;
            4'h8: o_output <= i_8;
            4'h9: o_output <= i_9;
            4'hA: o_output <= i_A;
            4'hB: o_output <= i_B;
            4'hC: o_output <= i_C;
            4'hD: o_output <= i_D;
            4'hE: o_output <= i_E;
            4'hF: o_output <= i_F;
        endcase
    end
endmodule
```
**/design/flow/run.sh**
```bash
#!/bin/bash
# OpenROAD 26Q1-2900-gdf79404cd8, Yosys 0.63+post, stock flow scripts
make -C /OpenROAD-flow-scripts/flow DESIGN_CONFIG=/design/flow/config.mk WORK_HOME=/design/flow/orfs finish
```
==> flow_summary.toml <==
# yosys + openroad results
[clock_tree]
cts_setup_buffers = 0
cts_resized = 0
cts_hold_buf = 0

[worst_setup_path]
cp-end-kind = "output port"
cp.arrival_ps = 3970
slowest_stage = "a221oi_1"
path_delay_family = "buffers and inverters"
crit_path_max_fanout = 33
required_ps = 5200
cp_num_buf_inv = 3
cpPeakStageDelay_ps = 620
crit_path_start = "i_select[3]"
worstSetupPathDepth = 7
crit_type = "primary input to output port"
worstSetupStartpointType = "primary input"
crit_chain = "buf_2 > buf_4 > nor2_1 > and2_1 > a221oi_1 > a31oi_1 > clkdlybuf4s50_1"
critical_path.endpoint = "o_output[15]"

[logic_synthesis]
synth.distinct_cells = 41
syn_area_um2 = 2180
syn_avg_cell_area_um2 = 6.70
ys_seq_frac = 0
ys_area_um2 = 2180
syn_inst = 326
ys_cells = 326
yosysWarnings = 1

[finish]
seqCellArea_um2 = 0
nClkBuffers = 0
mostFrequentLayoutCells = "clkdlybuf4s50_1, a22oi_1, nor2_1, nand2_1"
layout-drive-gt1-share = 0.0560
instances_no_fill = 747
ff_count = 0
final_core_util = 0.374
area_delta_synth_final_pct = 129
final_layout_top_logic_cell = "clkdlybuf4s50_1"

[timing]
finalSetupViolations = 0
worst_slew_pin_slew_ps = 754
finalSetupTns_ps = 0
hold_slack_ps = 3550
max_slew_margin = 0.497
drv_slew = 0
fin_crit_ps = 5270
timing.fmax_ghz = 0.190
finalCritPeriodShare = 0.810
hold_viol = 0
rsz0062_at_grt = "false"

[floorplanning]
fp-row-count = 42
die_h_um = 137
initCoreUtil = 0.164
pin_count = 276
die_w_um = 137
chip_area_um2 = 18800
core_um2 = 13300

[route]
vias = 3790
drc = 0
insertedDiodeCount = 0
detail_route.iter0.violations = 286
viasPerCell = 5.07
first_pass_iters = 4
wl_per_cell_um = 23.3
totalWireLength_um = 17400
ant_nets = 0

[placed_design]
dp_hpwl_um = 14600
dp_cells = 747
portBuffers = 276
place.gp.congestion = 0.926

[pwr]
leakagePower_nw = 1.77
total_power_mw = 0.326
ir_drop_v = 0.0000288
power.density_nw_per_um2 = 65.3

[grt]
grt_max_degree = 39
grt_pass1_vias = 4088
track_usage = 0.173
antenna_found_initial = 1
grt_pass1_wl_um = 24900
gr-total-overflow = 0

[run_status]
status = "finished clean"

[job]
warnings = 32
maxCapViolations = 0

[hold_path]
hold_class = "primary input to output port"
[worst min-delay path: cells and delay by family]
kind	cells	cell delay (ps)
AND-OR/OR-AND	1	50
AND/OR/NAND/NOR	1	110
buffers and inverters	2	800
[final cells by class]
class | instances | area, um2
inverters | 3 | 11.3
repair buffers | 286 | 2820
multi-input cells | 282 | 1950
fillers | 1446 | 8350
well taps | 176 | 220
[metal layers]
| metal | global-route usage | part of all wire |
|---|---|---|
| met1 | 0.226 | 0.43 |
| met2 | 0.293 | 0.48 |
| met3 | 0.0458 | 0.084 |
| met4 | 0.0129 | 0.0077 |
| met5 | 0 | 0 |
[synth_stat cells (4+ instances only)]
cell type / count / area, um2
clkbuf_1: 11 / 41.3
a22o_1: 16 / 140
o2bb2ai_1: 12 / 105
mux2i_1: 4 / 40.0
a22oi_1: 54 / 405
nor2_1: 32 / 120
and3_1: 6 / 37.5
nor2b_1: 5 / 31.3
a211o_1: 12 / 105
a221oi_1: 14 / 123
buf_2: 19 / 95.1
nand2_1: 32 / 120
buf_4: 7 / 52.6
o22ai_1: 13 / 81.3
a211oi_1: 4 / 30.0
a31oi_1: 17 / 106
mux2_2: 13 / 146
a21oi_1: 17 / 85.1
[report_power, final]
group          switching [mW]  total (mW)  internal (mW)
Sequential                  0           0              0
Combinational           0.111       0.326          0.215
Clock                       0           0              0
[per-stage QoR]
step           setup slack, ps  instance area, um2
3_3_place_gp              1140                5000
6_report                  1230                5000
3_5_place_dp              1110                5000
4_1_cts                   1100                5000
2_1_floorplan             2740                2180
5_1_grt                    997                5000
[worst min path at each step]
stage / startpoint / endpoint / slack, ps / depth (start not counted)
final: i_0[8] / o_output[8] / 3550 / 4
after global routing: i_0[10] / o_output[10] / 3600 / 4
after CTS: i_0[8] / o_output[8] / 3560 / 4
[logic make-up after synthesis]
family | Yosys count | synth area share
multiplexers | 18 | 0.0956
AND/OR/NAND/NOR | 89 | 0.193
AND-OR/OR-AND | 175 | 0.603
buffers and inverters | 44 | 0.109
